$ cat design.v
`timescale 1ns / 1ps
module leftshiftlog(
    input [31:0]a,
    input [31:0]b,
    output [31:0] out
);
    wire [31:0] temp;
    wire t1,t2;
    mux32 m0({a[0],a[1],a[2],a[3],a[4],a[5],a[6],a[7],a[8],a[9],a[10],a[11],a[12],a[13],a[14],a[15],a[16],a[17],a[18],a[19],a[20],a[21],a[22],a[23],a[24],a[25],a[26],a[27],a[28],a[29],a[30],a[31]},b[4:0],temp[31]);
    mux32 m1({1'b0,a[0],a[1],a[2],a[3],a[4],a[5],a[6],a[7],a[8],a[9],a[10],a[11],a[12],a[13],a[14],a[15],a[16],a[17],a[18],a[19],a[20],a[21],a[22],a[23],a[24],a[25],a[26],a[27],a[28],a[29],a[30]},b[4:0],temp[30]);
    mux32 m2({2'b0,a[0],a[1],a[2],a[3],a[4],a[5],a[6],a[7],a[8],a[9],a[10],a[11],a[12],a[13],a[14],a[15],a[16],a[17],a[18],a[19],a[20],a[21],a[22],a[23],a[24],a[25],a[26],a[27],a[28],a[29]},b[4:0],temp[29]);
    mux32 m3({3'b0,a[0],a[1],a[2],a[3],a[4],a[5],a[6],a[7],a[8],a[9],a[10],a[11],a[12],a[13],a[14],a[15],a[16],a[17],a[18],a[19],a[20],a[21],a[22],a[23],a[24],a[25],a[26],a[27],a[28]},b[4:0],temp[28]);
    mux32 m4({4'b0,a[0],a[1],a[2],a[3],a[4],a[5],a[6],a[7],a[8],a[9],a[10],a[11],a[12],a[13],a[14],a[15],a[16],a[17],a[18],a[19],a[20],a[21],a[22],a[23],a[24],a[25],a[26],a[27]},b[4:0],temp[27]);
    mux32 m5({5'b0,a[0],a[1],a[2],a[3],a[4],a[5],a[6],a[7],a[8],a[9],a[10],a[11],a[12],a[13],a[14],a[15],a[16],a[17],a[18],a[19],a[20],a[21],a[22],a[23],a[24],a[25],a[26]},b[4:0],temp[26]);
    mux32 m6({6'b0,a[0],a[1],a[2],a[3],a[4],a[5],a[6],a[7],a[8],a[9],a[10],a[11],a[12],a[13],a[14],a[15],a[16],a[17],a[18],a[19],a[20],a[21],a[22],a[23],a[24],a[25]},b[4:0],temp[25]);
    mux32 m7({7'b0,a[0],a[1],a[2],a[3],a[4],a[5],a[6],a[7],a[8],a[9],a[10],a[11],a[12],a[13],a[14],a[15],a[16],a[17],a[18],a[19],a[20],a[21],a[22],a[23],a[24]},b[4:0],temp[24]);
    mux32 m8({8'b0,a[0],a[1],a[2],a[3],a[4],a[5],a[6],a[7],a[8],a[9],a[10],a[11],a[12],a[13],a[14],a[15],a[16],a[17],a[18],a[19],a[20],a[21],a[22],a[23]},b[4:0],temp[23]);
    mux32 m9({9'b0,a[0],a[1],a[2],a[3],a[4],a[5],a[6],a[7],a[8],a[9],a[10],a[11],a[12],a[13],a[14],a[15],a[16],a[17],a[18],a[19],a[20],a[21],a[22]},b[4:0],temp[22]);
    mux32 m10({10'b0,a[0],a[1],a[2],a[3],a[4],a[5],a[6],a[7],a[8],a[9],a[10],a[11],a[12],a[13],a[14],a[15],a[16],a[17],a[18],a[19],a[20],a[21]},b[4:0],temp[21]);
    mux32 m11({11'b0,a[0],a[1],a[2],a[3],a[4],a[5],a[6],a[7],a[8],a[9],a[10],a[11],a[12],a[13],a[14],a[15],a[16],a[17],a[18],a[19],a[20]},b[4:0],temp[20]);
    mux32 m12({12'b0,a[0],a[1],a[2],a[3],a[4],a[5],a[6],a[7],a[8],a[9],a[10],a[11],a[12],a[13],a[14],a[15],a[16],a[17],a[18],a[19]},b[4:0],temp[19]);
    mux32 m13({13'b0,a[0],a[1],a[2],a[3],a[4],a[5],a[6],a[7],a[8],a[9],a[10],a[11],a[12],a[13],a[14],a[15],a[16],a[17],a[18]},b[4:0],temp[18]);
    mux32 m14({14'b0,a[0],a[1],a[2],a[3],a[4],a[5],a[6],a[7],a[8],a[9],a[10],a[11],a[12],a[13],a[14],a[15],a[16],a[17]},b[4:0],temp[17]);
    mux32 m15({15'b0,a[0],a[1],a[2],a[3],a[4],a[5],a[6],a[7],a[8],a[9],a[10],a[11],a[12],a[13],a[14],a[15],a[16]},b[4:0],temp[16]);
    mux32 m16({16'b0,a[0],a[1],a[2],a[3],a[4],a[5],a[6],a[7],a[8],a[9],a[10],a[11],a[12],a[13],a[14],a[15]},b[4:0],temp[15]);
    mux32 m17({17'b0,a[0],a[1],a[2],a[3],a[4],a[5],a[6],a[7],a[8],a[9],a[10],a[11],a[12],a[13],a[14]},b[4:0],temp[14]);
    mux32 m18({18'b0,a[0],a[1],a[2],a[3],a[4],a[5],a[6],a[7],a[8],a[9],a[10],a[11],a[12],a[13]},b[4:0],temp[13]);
    mux32 m19({19'b0,a[0],a[1],a[2],a[3],a[4],a[5],a[6],a[7],a[8],a[9],a[10],a[11],a[12]},b[4:0],temp[12]);
    mux32 m20({20'b0,a[0],a[1],a[2],a[3],a[4],a[5],a[6],a[7],a[8],a[9],a[10],a[11]},b[4:0],temp[11]);
    mux32 m21({21'b0,a[0],a[1],a[2],a[3],a[4],a[5],a[6],a[7],a[8],a[9],a[10]},b[4:0],temp[10]);
    mux32 m22({22'b0,a[0],a[1],a[2],a[3],a[4],a[5],a[6],a[7],a[8],a[9]},b[4:0],temp[9]);
    mux32 m23({23'b0,a[0],a[1],a[2],a[3],a[4],a[5],a[6],a[7],a[8]},b[4:0],temp[8]);
    mux32 m24({24'b0,a[0],a[1],a[2],a[3],a[4],a[5],a[6],a[7]},b[4:0],temp[7]);
    mux32 m25({25'b0,a[0],a[1],a[2],a[3],a[4],a[5],a[6]},b[4:0],temp[6]);
    mux32 m26({26'b0,a[0],a[1],a[2],a[3],a[4],a[5]},b[4:0],temp[5]);
    mux32 m27({27'b0,a[0],a[1],a[2],a[3],a[4]},b[4:0],temp[4]);
    mux32 m28({28'b0,a[0],a[1],a[2],a[3]},b[4:0],temp[3]);
    mux32 m29({29'b0,a[0],a[1],a[2]},b[4:0],temp[2]);
    mux32 m30({30'b0,a[0],a[1]},b[4:0],temp[1]);
    mux32 m31({31'b0,a[0]},b[4:0],temp[0]);
    or g1(t1,b[5],b[6],b[7],b[8],b[9],b[10],b[11],b[12],b[13],b[14],b[15],b[16],b[17],b[18],b[19],b[20],b[21],b[22],b[23],b[24],b[25],b[26],b[27],b[28],b[29],b[30],b[31]);
    not g2(t2,t1);
    mux2 mu0({temp[0],1'b0},t2,out[0]);
    mux2 mu1({temp[1],1'b0},t2,out[1]);
    mux2 mu2({temp[2],1'b0},t2,out[2]);
    mux2 mu3({temp[3],1'b0},t2,out[3]);
    mux2 mu4({temp[4],1'b0},t2,out[4]);
    mux2 mu5({temp[5],1'b0},t2,out[5]);
    mux2 mu6({temp[6],1'b0},t2,out[6]);
    mux2 mu7({temp[7],1'b0},t2,out[7]);
    mux2 mu8({temp[8],1'b0},t2,out[8]);
    mux2 mu9({temp[9],1'b0},t2,out[9]);
    mux2 mu10({temp[10],1'b0},t2,out[10]);
    mux2 mu11({temp[11],1'b0},t2,out[11]);
    mux2 mu12({temp[12],1'b0},t2,out[12]);
    mux2 mu13({temp[13],1'b0},t2,out[13]);
    mux2 mu14({temp[14],1'b0},t2,out[14]);
    mux2 mu15({temp[15],1'b0},t2,out[15]);
    mux2 mu16({temp[16],1'b0},t2,out[16]);
    mux2 mu17({temp[17],1'b0},t2,out[17]);
    mux2 mu18({temp[18],1'b0},t2,out[18]);
    mux2 mu19({temp[19],1'b0},t2,out[19]);
    mux2 mu20({temp[20],1'b0},t2,out[20]);
    mux2 mu21({temp[21],1'b0},t2,out[21]);
    mux2 mu22({temp[22],1'b0},t2,out[22]);
    mux2 mu23({temp[23],1'b0},t2,out[23]);
    mux2 mu24({temp[24],1'b0},t2,out[24]);
    mux2 mu25({temp[25],1'b0},t2,out[25]);
    mux2 mu26({temp[26],1'b0},t2,out[26]);
    mux2 mu27({temp[27],1'b0},t2,out[27]);
    mux2 mu28({temp[28],1'b0},t2,out[28]);
    mux2 mu29({temp[29],1'b0},t2,out[29]);
    mux2 mu30({temp[30],1'b0},t2,out[30]);
    mux2 mu31({temp[31],1'b0},t2,out[31]);
endmodule
`timescale 1ns / 1ps
module mux16(
    input [15:0] a,
    input [3:0] s,
    output out
);
    wire [1:0] temp;
    mux8 m1(a[7:0],s[2:0],temp[0]);
	mux8 m2(a[15:8],s[2:0],temp[1]);
    mux2 m3(temp,s[3],out);
endmodule
`timescale 1ns / 1ps
module mux2(
    input [1:0] a,
    input s,
    output out
);
    wire temp,andA,andB;
    not not1(temp,s);
    and add1(andA,temp,a[0]);
    and add2(andB,s,a[1]);
    or or1(out,andA,andB);
endmodule
`timescale 1ns / 1ps
module mux32(
    input [31:0] a,
    input [4:0] s,
    output out
);
    wire [1:0] temp;
    mux16 m1(a[15:0],s[3:0],temp[0]);
	mux16 m2(a[31:16],s[3:0],temp[1]);
    mux2 m3(temp,s[4],out);
endmodule
`timescale 1ns / 1ps
module mux4(
    input [3:0] a,
    input [1:0] s,
    output out
);
    wire [1:0]temp;
    mux2 m1(a[1:0],s[0],temp[0]);
    mux2 m2(a[3:2],s[0],temp[1]);
    mux2 m3(temp,s[1],out);
endmodule
`timescale 1ns / 1ps
module mux8(
    input [7:0] a,
    input [2:0] s,
    output out
);
    wire [1:0] temp;
    mux4 m1(a[3:0],s[1:0],temp[0]);
	mux4 m2(a[7:4],s[1:0],temp[1]);
    mux2 m3(temp,s[2],out);
endmodule
$ cat run.sh
#!/bin/bash
# OpenROAD 26Q1-2900-gdf79404cd8, Yosys 0.63+post, stock flow scripts
make -C /OpenROAD-flow-scripts/flow DESIGN_CONFIG=/design/flow/config.mk WORK_HOME=/design/flow/orfs finish
$ cat config.mk
export PLATFORM = sky130hd
export DESIGN_NAME = leftshiftlog
export DESIGN_NICKNAME = leftshiftlog
export VERILOG_FILES = /design/flow/design.v
export SDC_FILE = /design/flow/constraint.sdc
export NUM_CORES = 4
export LEC_CHECK = 1
export CORE_UTILIZATION = 40
$ cat constraint.sdc
current_design leftshiftlog

set clk_period 4.2
set clk_io_pct 0.2

create_clock -name clk0 -period $clk_period

set non_clock_inputs [all_inputs -no_clocks]
set_input_delay [expr $clk_period * $clk_io_pct] -clock clk0 $non_clock_inputs
set_output_delay [expr $clk_period * $clk_io_pct] -clock clk0 [all_outputs]
==> results.py <==
# Flow results
metrics = {
    "die": {
        "die-area_mm2": 0.00532,
        "floorplan.core_util_pct": 42.1,
        "core_mm2": 0.00479,
        "ios": 96,
        "die_x_um": 73.0,
        "die_height_um": 73.0,
        "row_count": 25,
    },
    "cells_and_area": {
        "flops": 0,
        "stdcell_area_mm2": 0.00284,
        "drive_gt1_share_pct": 18.2,
        "regArea_um2": 0,
        "layout_top_cell": "clkdlybuf4s50_1",
        "final_cell_mix": "93 x clkdlybuf4s50_1, 34 x nor2_1, 24 x mux2i_1",
        "clock_buffers": 0,
        "comb_area_mm2": 0.00162,
        "n_fill_cell": 453,
        "stdcell_count": 407,
        "syn2layout_area_growth_pct": 40.9,
    },
    "setup_path": {
        "critical_path.endpoint_type": "output port",
        "cp_common_cell": "clkdlybuf4s50_1",
        "crit_chain": "clkdlybuf4s50_1 -> inv_2 -> nand2_1 -> o22ai_1 -> a2111oi_2 -> clkdlybuf4s50_1",
        "path_class": "in -> out",
        "cp_max_fo": 9,
        "start_kind": "input pin",
        "crit_slowest_cell": "clkdlybuf4s50_1",
        "cpPeakStageDelay_ps": 650,
        "worstPathRequired_ps": 3360,
        "arrival_ps": 3050,
    },
    "job": {
        "warnings": 33,
        "cap_viol_max_count": 0,
    },
    "timing": {
        "period_used_pct": 92.7,
        "drv_slew": 0,
        "grt_setup_unrepaired": "false",
        "holdWs_ps": 2640,
        "setup_viol": 0,
        "finalSetupTns_ps": 0,
        "hold_viol": 0,
        "period_minus_slack_ps": 3890,
        "max_slew_margin_pct": 60.1,
        "fmax_mhz": 257,
        "worst_pin_slew_ps": 592,
    },
    "power": {
        "total_power_uw": 286,
        "leakage_nw": 1.04,
        "powerDensity_mw_per_mm2": 101,
        "ir_worst_vdd_mv": 0.0814,
    },
    "drt": {
        "vias": 2389,
        "drt-vias-per-instance": 5.87,
        "wl_per_cell_um": 17.2,
        "wl_mm": 7.00,
        "first_pass_iters": 7,
        "drtIter0Drc": 162,
        "post-route-drc-count": 0,
        "insertedDiodeCount": 0,
        "drtAntennaViolNets": 0,
    },
    "outcome": {
        "outcome": "finished, final reports clean",
    },
    "grt": {
        "antenna_found_initial": 0,
        "grt_util_met2_pct": 44.0,
        "first_global_vias": 2158,
        "use_met3_pct": 4.76,
        "grt_max_degree": 25,
        "grt_overflow": 0,
        "grt_util_met1_pct": 37.2,
        "grt_pass1_wl_mm": 10.8,
        "busiest_layer": "met2",
        "track_usage_pct": 26.5,
    },
    "synth": {
        "syn_area_mm2": 0.00201,
        "ys_cells": 278,
        "ys.warnings.count": 0,
        "ys_types": 53,
        "synth_cells": 278,
        "yosys_area_mm2": 0.00201,
        "synth_seq_share_pct": 0,
        "synth_area_per_cell_um2": 7.25,
    },
    "placed_design": {
        "place_inst": 407,
        "place_congestion": 0.969,
        "io_buffer_count": 96,
        "place_area_mm2": 0.00283,
        "dp_hpwl_mm": 5.80,
    },
    "cts": {
        "postCtsHoldBufs": 0,
    },
    "worst_hold_path": {
        "hold_class": "in -> out",
    },
}
-- logic make-up after synthesis --
logic type / Yosys count / share of synthesized area, %
compound gates: 82 / 29.4
simple gates: 90 / 21.5
mux: 49 / 29.4
buf+inv: 57 / 19.7
-- timing repair --
| action | in CTS | in global routing |
|---|---|---|
| setup buffers | 0 | 0 |
| resized | 0 | 4 |
| setup endpoints to repair | 0 | 1 |
-- per-layer routing --
layer	routed length, um	vias up
met5	0	-
met4	66	0
met3	700	10
met2	3210	136
met1	3020	1084
li1	-	1159
-- report_power, final --
group          internal (mW)  switching (mW)  total [mW]
combinational          0.146           0.140       0.286
clock                      0               0           0
sequential                 0               0           0
total                  0.146           0.140       0.286
-- through the flow --
step	setup WS [ps]	util, %
floorplan	1160	-
global placement	132	59.1
finish	305	59.3
CTS	115	59.1
global route	130	59.3
detailed placement	139	59.1
-- synth_stat cells (all sizes together), types with 3 or more instances --
cell    instances  area share (%)
a221oi          5             3.1
nand2          16             3.0
nor4            7             2.2
mux2i          25              13
clkbuf          7             1.3
nand2b          3            0.93
a22oi           7             2.6
mux2           19              11
a21oi          19             4.9
a22o            3             1.3
buf            46              18
o22ai          22             6.8
or2             3            0.93
mux4            5             5.8
nor2b           6             1.9
inv             4            0.75
nor2           35             6.6
a211oi          7             2.9
o21ai           6             1.5
nor3           10             2.5
-- final cells by class --
type,count,area share (%)
tap,67,2.95
multi-input combinational,221,57.2
inverter,4,0.529
timing repair buffer,115,39.3
-- final timing paths --
check	from	slack, ps	endpoint	cells past startpoint
setup / recovery	b[3]	310	out[27]	6
hold / removal	b[1]	2640	out[1]	4
-- worst max-delay path: cells and delay by family --
kind | cells | cell delay, ps
buf+inv | 3 | 1360
simple gates | 1 | 310
compound gates | 2 | 550
No activity file was given, so power comes from the tool's default toggle rates.
