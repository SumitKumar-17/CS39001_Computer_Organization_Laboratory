===== flow/constraint.sdc =====
current_design rightshiftlog

set clk_period 3.3
set clk_io_pct 0.2

create_clock -name clk0 -period $clk_period

set non_clock_inputs [all_inputs -no_clocks]
set_input_delay [expr $clk_period * $clk_io_pct] -clock clk0 $non_clock_inputs
set_output_delay [expr $clk_period * $clk_io_pct] -clock clk0 [all_outputs]

===== flow/config.mk =====
export PLATFORM = sky130hd
export DESIGN_NAME = rightshiftlog
export DESIGN_NICKNAME = rightshiftlog
export VERILOG_FILES = /design/flow/design.v
export SDC_FILE = /design/flow/constraint.sdc
export NUM_CORES = 4
export LEC_CHECK = 1
export CORE_AREA = 10 10 110 110
export DIE_AREA = 0 0 120 120

===== flow/design.v =====
`timescale 1ns / 1ps
module mux16(
    input [15:0] a,
    input [3:0] s,
    output out
);
    wire [1:0] temp;
    mux8 m1(a[7:0],s[2:0],temp[0]);
	mux8 m2(a[15:8],s[2:0],temp[1]);
    mux2 m3(temp,s[3],out);
endmodule
`timescale 1ns / 1ps
module mux2(
    input [1:0] a,
    input s,
    output out
);
    wire temp,andA,andB;
    not not1(temp,s);
    and add1(andA,temp,a[0]);
    and add2(andB,s,a[1]);
    or or1(out,andA,andB);
endmodule
`timescale 1ns / 1ps
module mux32(
    input [31:0] a,
    input [4:0] s,
    output out
);
    wire [1:0] temp;
    mux16 m1(a[15:0],s[3:0],temp[0]);
	mux16 m2(a[31:16],s[3:0],temp[1]);
    mux2 m3(temp,s[4],out);
endmodule
`timescale 1ns / 1ps
module mux4(
    input [3:0] a,
    input [1:0] s,
    output out
);
    wire [1:0]temp;
    mux2 m1(a[1:0],s[0],temp[0]);
    mux2 m2(a[3:2],s[0],temp[1]);
    mux2 m3(temp,s[1],out);
endmodule
`timescale 1ns / 1ps
module mux8(
    input [7:0] a,
    input [2:0] s,
    output out
);
    wire [1:0] temp;
    mux4 m1(a[3:0],s[1:0],temp[0]);
	mux4 m2(a[7:4],s[1:0],temp[1]);
    mux2 m3(temp,s[2],out);
endmodule
`timescale 1ns / 1ps
module rightshiftlog(
    input [31:0]a,
    input [31:0]b,
    output [31:0] out
);
    wire [31:0] temp;
    wire t1,t2;
    mux32 m0(a[31:0],b[4:0],temp[0]);
    mux32 m1({1'b0,a[31:1]},b[4:0],temp[1]);
    mux32 m2({2'b0,a[31:2]},b[4:0],temp[2]);
    mux32 m3({3'b0,a[31:3]},b[4:0],temp[3]);
    mux32 m4({4'b0,a[31:4]},b[4:0],temp[4]);
    mux32 m5({5'b0,a[31:5]},b[4:0],temp[5]);
    mux32 m6({6'b0,a[31:6]},b[4:0],temp[6]);
    mux32 m7({7'b0,a[31:7]},b[4:0],temp[7]);
    mux32 m8({8'b0,a[31:8]},b[4:0],temp[8]);
    mux32 m9({9'b0,a[31:9]},b[4:0],temp[9]);
    mux32 m10({10'b0,a[31:10]},b[4:0],temp[10]);
    mux32 m11({11'b0,a[31:11]},b[4:0],temp[11]);
    mux32 m12({12'b0,a[31:12]},b[4:0],temp[12]);
    mux32 m13({13'b0,a[31:13]},b[4:0],temp[13]);
    mux32 m14({14'b0,a[31:14]},b[4:0],temp[14]);
    mux32 m15({15'b0,a[31:15]},b[4:0],temp[15]);
    mux32 m16({16'b0,a[31:16]},b[4:0],temp[16]);
    mux32 m17({17'b0,a[31:17]},b[4:0],temp[17]);
    mux32 m18({18'b0,a[31:18]},b[4:0],temp[18]);
    mux32 m19({19'b0,a[31:19]},b[4:0],temp[19]);
    mux32 m20({20'b0,a[31:20]},b[4:0],temp[20]);
    mux32 m21({21'b0,a[31:21]},b[4:0],temp[21]);
    mux32 m22({22'b0,a[31:22]},b[4:0],temp[22]);
    mux32 m23({23'b0,a[31:23]},b[4:0],temp[23]);
    mux32 m24({24'b0,a[31:24]},b[4:0],temp[24]);
    mux32 m25({25'b0,a[31:25]},b[4:0],temp[25]);
    mux32 m26({26'b0,a[31:26]},b[4:0],temp[26]);
    mux32 m27({27'b0,a[31:27]},b[4:0],temp[27]);
    mux32 m28({28'b0,a[31:28]},b[4:0],temp[28]);
    mux32 m29({29'b0,a[31:29]},b[4:0],temp[29]);
    mux32 m30({30'b0,a[31:30]},b[4:0],temp[30]);
    mux32 m31({31'b0,a[31]},b[4:0],temp[31]);
    or g1(t1,b[5],b[6],b[7],b[8],b[9],b[10],b[11],b[12],b[13],b[14],b[15],b[16],b[17],b[18],b[19],b[20],b[21],b[22],b[23],b[24],b[25],b[26],b[27],b[28],b[29],b[30],b[31]);
    not g2(t2,t1);
    mux2 mu0({temp[0],1'b0},t2,out[0]);
    mux2 mu1({temp[1],1'b0},t2,out[1]);
    mux2 mu2({temp[2],1'b0},t2,out[2]);
    mux2 mu3({temp[3],1'b0},t2,out[3]);
    mux2 mu4({temp[4],1'b0},t2,out[4]);
    mux2 mu5({temp[5],1'b0},t2,out[5]);
    mux2 mu6({temp[6],1'b0},t2,out[6]);
    mux2 mu7({temp[7],1'b0},t2,out[7]);
    mux2 mu8({temp[8],1'b0},t2,out[8]);
    mux2 mu9({temp[9],1'b0},t2,out[9]);
    mux2 mu10({temp[10],1'b0},t2,out[10]);
    mux2 mu11({temp[11],1'b0},t2,out[11]);
    mux2 mu12({temp[12],1'b0},t2,out[12]);
    mux2 mu13({temp[13],1'b0},t2,out[13]);
    mux2 mu14({temp[14],1'b0},t2,out[14]);
    mux2 mu15({temp[15],1'b0},t2,out[15]);
    mux2 mu16({temp[16],1'b0},t2,out[16]);
    mux2 mu17({temp[17],1'b0},t2,out[17]);
    mux2 mu18({temp[18],1'b0},t2,out[18]);
    mux2 mu19({temp[19],1'b0},t2,out[19]);
    mux2 mu20({temp[20],1'b0},t2,out[20]);
    mux2 mu21({temp[21],1'b0},t2,out[21]);
    mux2 mu22({temp[22],1'b0},t2,out[22]);
    mux2 mu23({temp[23],1'b0},t2,out[23]);
    mux2 mu24({temp[24],1'b0},t2,out[24]);
    mux2 mu25({temp[25],1'b0},t2,out[25]);
    mux2 mu26({temp[26],1'b0},t2,out[26]);
    mux2 mu27({temp[27],1'b0},t2,out[27]);
    mux2 mu28({temp[28],1'b0},t2,out[28]);
    mux2 mu29({temp[29],1'b0},t2,out[29]);
    mux2 mu30({temp[30],1'b0},t2,out[30]);
    mux2 mu31({temp[31],1'b0},t2,out[31]);
endmodule

===== flow/run.sh =====
#!/bin/bash
# OpenROAD 26Q1-2900-gdf79404cd8, Yosys 0.63+post, stock flow scripts
make -C /OpenROAD-flow-scripts/flow DESIGN_CONFIG=/design/flow/config.mk WORK_HOME=/design/flow/orfs finish

==> impl_metrics.py <==
# Generated from Yosys and OpenROAD reports
metrics = {
    "detailed_routing": {
        "drc": 0,
        "antennaDiodeCount": 0,
        "top_layer": "met4",
        "via_per_inst": 4.81,
        "routedWlPerCell_um": 17.3,
        "first_pass_iters": 4,
        "dr_wl_met3_um": 630,
        "antenna_left": 0,
        "wl_um": 9640,
        "wl_met2_um": 4310,
        "wl_met1_um": 4630,
        "drtIter0Drc": 103,
        "vias": 2679,
    },
    "critical_path": {
        "critPathMaxFanout": 6,
        "crit_arrival_ns": 2.59,
        "worstPathRequired_ns": 2.64,
        "criticalPathCategory": "in2out",
        "worst_setup_path_end_kind": "primary output",
        "cp-start-kind": "primary input",
    },
    "job": {
        "log.warning_count": 33,
        "cap_viol_max_count": 0,
    },
    "final_timing": {
        "final_hold_viol_count": 0,
        "hold_ws_ns": 2.12,
        "post-route-min-period_ns": 3.25,
        "maxSlewViolCount": 0,
        "tightest_slew_ns": 0.409,
        "max_slew_margin": 0.720,
        "setup_viol": 0,
        "min_period_over_period": 0.986,
        "fmax_mhz": 307,
        "tns_ns": 0,
    },
    "power_and_ir_drop": {
        "seq_power_share": 0,
        "combPwrFrac": 1.000,
        "peakVddDrop_mv": 0.0736,
        "switching_share": 0.450,
        "netSwitchingPower_uw": 242,
        "power.density_mw_per_mm2": 129,
        "power_frac_clock": 0,
        "p_int_uw": 295,
        "p_leak_nw": 2.04,
    },
    "final_layout": {
        "final_area_sq_mm": 0.00415,
        "layout-drive-gt1-share": 0.542,
        "seqCellArea_sq_um": 0,
        "area_growth_pct": 114,
        "nClkBuffers": 0,
        "seq_cell_count": 0,
        "final_core_util": 0.424,
    },
    "run_status": {
        "status": "complete, no violations",
    },
    "synth": {
        "yosysWarningCount": 0,
        "netlist_instances": 273,
        "ys_top_cells_by_count": "nor2_1 (40), buf_4 (32), o22ai_1 (26)",
        "syn_area_per_cell_sq_um": 7.09,
        "ys_area_sq_mm": 0.00194,
        "ys_cells": 273,
        "top_area_cell": "buf_4",
        "synth_top_area_share": 0.124,
        "topCellsByArea": "buf_4 (12%), mux4_2 (9.3%), o22ai_1 (8.4%), mux2i_1 (7.8%), nor2_1 (7.8%)",
        "netlist_area_sq_mm": 0.00194,
        "synth.distinct_cells": 40,
        "most_common_cell": "nor2_1",
        "postSynthSeqShare": 0,
    },
    "global_routing": {
        "grt_pass1_vias": 2722,
        "antenna_found_initial": 0,
        "grt_start_max_net_pins": 12,
        "grt_pass1_wl_um": 14800,
        "grtUsageTotal": 0.127,
        "grt-ovfl-total": 0,
    },
    "die": {
        "ios": 96,
        "die_y_um": 120,
        "dieArea_sq_mm": 0.0144,
        "die_x_um": 120,
        "fp_util": 0.198,
        "core_sq_mm": 0.00977,
        "rows": 36,
    },
    "placement": {
        "hpwl_um": 7890,
        "gp_congestion": 0.942,
        "dpl_cell_area_sq_mm": 0.00339,
        "io_buffers": 96,
    },
    "cts": {
        "cts_hold_buffers": 0,
    },
    "worst_hold_path": {
        "hold_class": "in2out",
    },
}
-- metrics by stage --
stage          power [mW]  worst slack, ns  instances
2_1_floorplan       0.194            0.405        273
6_report            0.537           0.0461        557
5_1_grt             0.573          -0.0659        557
3_5_place_dp        0.430           -0.578        535
3_3_place_gp        0.431           -0.542        535
4_1_cts             0.503           -0.175        550
-- power groups by stage --
stage	Combinational (mW)	Sequential (mW)	Clock (mW)
6_report	0.537	0	0
5_1_grt	0.573	0	0
4_1_cts	0.503	0	0
-- worst paths after layout --
kind | startpoint | to | slack, ns | cells past startpoint
setup / recovery | b[1] | out[2] | 0.05 | 10
hold / removal | b[31] | out[15] | 2.12 | 8
-- kinds of logic (layout without fill, tap and decap cells) --
family | after synthesis | count (layout) | share of synthesized area
AOI/OAI and AO/OA | 75 | 75 | 0.258
buffers and inverters | 56 | 207 | 0.186
muxes | 49 | 49 | 0.330
and+or+nand+nor | 93 | 93 | 0.227
-- what timing repair did --
item	4_1_cts	5_1_grt
endpoints found under the setup margin	32	28
buffers inserted	15	8
cloned	1	0
gates resized	119	85
pin swaps	21	24
-- cell usage in the layout, fill, tap and decap left out, drive strengths merged, types with 2 or more instances in the layout --
cell	netlist	layout
a211oi	7	7
a21o	2	2
a21oi	13	13
a221oi	5	5
a22oi	9	9
buf	45	110
clkbuf	8	4
clkdlybuf4s15	0	2
clkdlybuf4s50	0	42
dlygate4sd2	0	17
dlymetal6s2s	0	28
inv	3	3
mux2	26	26
mux2i	15	15
mux4	8	8
nand2	16	16
nand2b	5	5
nand3b	2	2
nor2	40	40
nor2b	4	4
nor3	9	9
nor4	7	7
o21ai	7	7
o22ai	26	26
or2	5	5
-- layer usage --
metal	vias up	track usage
met5	-	0
met4	0	0.00905
met3	4	0.0257
met2	104	0.206
met1	1258	0.177
li1	1313	-
-- layout make-up --
cell class	count	area (sq um)
fill	940	5630
multi-input combinational	217	2070
inverter	3	13.8
tap	133	166
timing repair buffer	204	1890
-- critical path: stages --
cell and delay (ns):
buf_2 0.12, bufbuf_16 0.27, buf_6 0.13, mux2_4 0.32, buf_6 0.12, o22ai_4 0.11, nor2_4 0.06, mux4_2 0.46
nor2b_4 0.14, clkdlybuf4s15_2 0.20
Power and IR drop assume default switching activity.
