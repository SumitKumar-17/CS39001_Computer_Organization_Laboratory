==> flow/design.v <==
`timescale 1ns / 1ps
module mux16(
    input [15:0] a,
    input [3:0] s,
    output out
);
    wire [1:0] temp;
    mux8 m1(a[7:0],s[2:0],temp[0]);
	mux8 m2(a[15:8],s[2:0],temp[1]);
    mux2 m3(temp,s[3],out);
endmodule
`timescale 1ns / 1ps
module mux2(
    input [1:0] a,
    input s,
    output out
);
    wire temp,andA,andB;
    not not1(temp,s);
    and add1(andA,temp,a[0]);
    and add2(andB,s,a[1]);
    or or1(out,andA,andB);
endmodule
`timescale 1ns / 1ps
module mux32(
    input [31:0] a,
    input [4:0] s,
    output out
);
    wire [1:0] temp;
    mux16 m1(a[15:0],s[3:0],temp[0]);
	mux16 m2(a[31:16],s[3:0],temp[1]);
    mux2 m3(temp,s[4],out);
endmodule
`timescale 1ns / 1ps
module mux4(
    input [3:0] a,
    input [1:0] s,
    output out
);
    wire [1:0]temp;
    mux2 m1(a[1:0],s[0],temp[0]);
    mux2 m2(a[3:2],s[0],temp[1]);
    mux2 m3(temp,s[1],out);
endmodule
`timescale 1ns / 1ps
module mux8(
    input [7:0] a,
    input [2:0] s,
    output out
);
    wire [1:0] temp;
    mux4 m1(a[3:0],s[1:0],temp[0]);
	mux4 m2(a[7:4],s[1:0],temp[1]);
    mux2 m3(temp,s[2],out);
endmodule
`timescale 1ns / 1ps
module rightshiftarith(
    input [31:0]a,
    input [31:0]b,
    output [31:0] out
);
    wire [31:0] temp;
    wire t1,t2;
    mux32 m0(a[31:0],b[4:0],temp[0]);
    mux32 m1({a[31],a[31:1]},b[4:0],temp[1]);
    mux32 m2({a[31],a[31],a[31:2]},b[4:0],temp[2]);
    mux32 m3({a[31],a[31],a[31],a[31:3]},b[4:0],temp[3]);
    mux32 m4({a[31],a[31],a[31],a[31],a[31:4]},b[4:0],temp[4]);
    mux32 m5({a[31],a[31],a[31],a[31],a[31],a[31:5]},b[4:0],temp[5]);
    mux32 m6({a[31],a[31],a[31],a[31],a[31],a[31],a[31:6]},b[4:0],temp[6]);
    mux32 m7({a[31],a[31],a[31],a[31],a[31],a[31],a[31],a[31:7]},b[4:0],temp[7]);
    mux32 m8({a[31],a[31],a[31],a[31],a[31],a[31],a[31],a[31],a[31:8]},b[4:0],temp[8]);
    mux32 m9({a[31],a[31],a[31],a[31],a[31],a[31],a[31],a[31],a[31],a[31:9]},b[4:0],temp[9]);
    mux32 m10({a[31],a[31],a[31],a[31],a[31],a[31],a[31],a[31],a[31],a[31],a[31:10]},b[4:0],temp[10]);
    mux32 m11({a[31],a[31],a[31],a[31],a[31],a[31],a[31],a[31],a[31],a[31],a[31],a[31:11]},b[4:0],temp[11]);
    mux32 m12({a[31],a[31],a[31],a[31],a[31],a[31],a[31],a[31],a[31],a[31],a[31],a[31],a[31:12]},b[4:0],temp[12]);
    mux32 m13({a[31],a[31],a[31],a[31],a[31],a[31],a[31],a[31],a[31],a[31],a[31],a[31],a[31],a[31:13]},b[4:0],temp[13]);
    mux32 m14({a[31],a[31],a[31],a[31],a[31],a[31],a[31],a[31],a[31],a[31],a[31],a[31],a[31],a[31],a[31:14]},b[4:0],temp[14]);
    mux32 m15({a[31],a[31],a[31],a[31],a[31],a[31],a[31],a[31],a[31],a[31],a[31],a[31],a[31],a[31],a[31],a[31:15]},b[4:0],temp[15]);
    mux32 m16({a[31],a[31],a[31],a[31],a[31],a[31],a[31],a[31],a[31],a[31],a[31],a[31],a[31],a[31],a[31],a[31],a[31:16]},b[4:0],temp[16]);
    mux32 m17({a[31],a[31],a[31],a[31],a[31],a[31],a[31],a[31],a[31],a[31],a[31],a[31],a[31],a[31],a[31],a[31],a[31],a[31:17]},b[4:0],temp[17]);
    mux32 m18({a[31],a[31],a[31],a[31],a[31],a[31],a[31],a[31],a[31],a[31],a[31],a[31],a[31],a[31],a[31],a[31],a[31],a[31],a[31:18]},b[4:0],temp[18]);
    mux32 m19({a[31],a[31],a[31],a[31],a[31],a[31],a[31],a[31],a[31],a[31],a[31],a[31],a[31],a[31],a[31],a[31],a[31],a[31],a[31],a[31:19]},b[4:0],temp[19]);
    mux32 m20({a[31],a[31],a[31],a[31],a[31],a[31],a[31],a[31],a[31],a[31],a[31],a[31],a[31],a[31],a[31],a[31],a[31],a[31],a[31],a[31],a[31:20]},b[4:0],temp[20]);
    mux32 m21({a[31],a[31],a[31],a[31],a[31],a[31],a[31],a[31],a[31],a[31],a[31],a[31],a[31],a[31],a[31],a[31],a[31],a[31],a[31],a[31],a[31],a[31:21]},b[4:0],temp[21]);
    mux32 m22({a[31],a[31],a[31],a[31],a[31],a[31],a[31],a[31],a[31],a[31],a[31],a[31],a[31],a[31],a[31],a[31],a[31],a[31],a[31],a[31],a[31],a[31],a[31:22]},b[4:0],temp[22]);
    mux32 m23({a[31],a[31],a[31],a[31],a[31],a[31],a[31],a[31],a[31],a[31],a[31],a[31],a[31],a[31],a[31],a[31],a[31],a[31],a[31],a[31],a[31],a[31],a[31],a[31:23]},b[4:0],temp[23]);
    mux32 m24({a[31],a[31],a[31],a[31],a[31],a[31],a[31],a[31],a[31],a[31],a[31],a[31],a[31],a[31],a[31],a[31],a[31],a[31],a[31],a[31],a[31],a[31],a[31],a[31],a[31:24]},b[4:0],temp[24]);
    mux32 m25({a[31],a[31],a[31],a[31],a[31],a[31],a[31],a[31],a[31],a[31],a[31],a[31],a[31],a[31],a[31],a[31],a[31],a[31],a[31],a[31],a[31],a[31],a[31],a[31],a[31],a[31:25]},b[4:0],temp[25]);
    mux32 m26({a[31],a[31],a[31],a[31],a[31],a[31],a[31],a[31],a[31],a[31],a[31],a[31],a[31],a[31],a[31],a[31],a[31],a[31],a[31],a[31],a[31],a[31],a[31],a[31],a[31],a[31],a[31:26]},b[4:0],temp[26]);
    mux32 m27({a[31],a[31],a[31],a[31],a[31],a[31],a[31],a[31],a[31],a[31],a[31],a[31],a[31],a[31],a[31],a[31],a[31],a[31],a[31],a[31],a[31],a[31],a[31],a[31],a[31],a[31],a[31],a[31:27]},b[4:0],temp[27]);
    mux32 m28({a[31],a[31],a[31],a[31],a[31],a[31],a[31],a[31],a[31],a[31],a[31],a[31],a[31],a[31],a[31],a[31],a[31],a[31],a[31],a[31],a[31],a[31],a[31],a[31],a[31],a[31],a[31],a[31],a[31:28]},b[4:0],temp[28]);
    mux32 m29({a[31],a[31],a[31],a[31],a[31],a[31],a[31],a[31],a[31],a[31],a[31],a[31],a[31],a[31],a[31],a[31],a[31],a[31],a[31],a[31],a[31],a[31],a[31],a[31],a[31],a[31],a[31],a[31],a[31],a[31:29]},b[4:0],temp[29]);
    mux32 m30({a[31],a[31],a[31],a[31],a[31],a[31],a[31],a[31],a[31],a[31],a[31],a[31],a[31],a[31],a[31],a[31],a[31],a[31],a[31],a[31],a[31],a[31],a[31],a[31],a[31],a[31],a[31],a[31],a[31],a[31],a[31:30]},b[4:0],temp[30]);
    mux32 m31({a[31],a[31],a[31],a[31],a[31],a[31],a[31],a[31],a[31],a[31],a[31],a[31],a[31],a[31],a[31],a[31],a[31],a[31],a[31],a[31],a[31],a[31],a[31],a[31],a[31],a[31],a[31],a[31],a[31],a[31],a[31],a[31]},b[4:0],temp[31]);
    or g1(t1,b[5],b[6],b[7],b[8],b[9],b[10],b[11],b[12],b[13],b[14],b[15],b[16],b[17],b[18],b[19],b[20],b[21],b[22],b[23],b[24],b[25],b[26],b[27],b[28],b[29],b[30],b[31]);
    not g2(t2,t1);
    mux2 mu0({temp[0],1'b0},t2,out[0]);
    mux2 mu1({temp[1],1'b0},t2,out[1]);
    mux2 mu2({temp[2],1'b0},t2,out[2]);
    mux2 mu3({temp[3],1'b0},t2,out[3]);
    mux2 mu4({temp[4],1'b0},t2,out[4]);
    mux2 mu5({temp[5],1'b0},t2,out[5]);
    mux2 mu6({temp[6],1'b0},t2,out[6]);
    mux2 mu7({temp[7],1'b0},t2,out[7]);
    mux2 mu8({temp[8],1'b0},t2,out[8]);
    mux2 mu9({temp[9],1'b0},t2,out[9]);
    mux2 mu10({temp[10],1'b0},t2,out[10]);
    mux2 mu11({temp[11],1'b0},t2,out[11]);
    mux2 mu12({temp[12],1'b0},t2,out[12]);
    mux2 mu13({temp[13],1'b0},t2,out[13]);
    mux2 mu14({temp[14],1'b0},t2,out[14]);
    mux2 mu15({temp[15],1'b0},t2,out[15]);
    mux2 mu16({temp[16],1'b0},t2,out[16]);
    mux2 mu17({temp[17],1'b0},t2,out[17]);
    mux2 mu18({temp[18],1'b0},t2,out[18]);
    mux2 mu19({temp[19],1'b0},t2,out[19]);
    mux2 mu20({temp[20],1'b0},t2,out[20]);
    mux2 mu21({temp[21],1'b0},t2,out[21]);
    mux2 mu22({temp[22],1'b0},t2,out[22]);
    mux2 mu23({temp[23],1'b0},t2,out[23]);
    mux2 mu24({temp[24],1'b0},t2,out[24]);
    mux2 mu25({temp[25],1'b0},t2,out[25]);
    mux2 mu26({temp[26],1'b0},t2,out[26]);
    mux2 mu27({temp[27],1'b0},t2,out[27]);
    mux2 mu28({temp[28],1'b0},t2,out[28]);
    mux2 mu29({temp[29],1'b0},t2,out[29]);
    mux2 mu30({temp[30],1'b0},t2,out[30]);
    mux2 mu31({temp[31],1'b0},t2,out[31]);
endmodule
==> flow/run.sh <==
#!/bin/bash
# OpenROAD 26Q1-2900-gdf79404cd8, Yosys 0.63+post, stock flow scripts
make -C /OpenROAD-flow-scripts/flow DESIGN_CONFIG=/design/flow/config.mk WORK_HOME=/design/flow/orfs finish
==> flow/config.mk <==
export PLATFORM = sky130hd
export DESIGN_NAME = rightshiftarith
export DESIGN_NICKNAME = rightshiftarith
export VERILOG_FILES = /design/flow/design.v
export SDC_FILE = /design/flow/constraint.sdc
export NUM_CORES = 4
export LEC_CHECK = 1
export CORE_AREA = 10 10 110 110
export DIE_AREA = 0 0 120 120
==> flow/constraint.sdc <==
current_design rightshiftarith

set clk_period 3.4
set clk_io_pct 0.2

create_clock -name clk0 -period $clk_period

set non_clock_inputs [all_inputs -no_clocks]
set_input_delay [expr $clk_period * $clk_io_pct] -clock clk0 $non_clock_inputs
set_output_delay [expr $clk_period * $clk_io_pct] -clock clk0 [all_outputs]
==> results.txt <==
fresh numbers from the pnr run: port bufs 96, routed len/inst 16.81 um, RSZ-0062 raised after global routing yes, Slowest cell on crit path clkdlybuf4s50_1, Layout fillers 972, Yosys warning total 0, Flops 0, Slew Viols, Final 0, GRT Total Usage 0.1347, DR pass1 iterations 4, cycle use final 0.9971, via density per instance 4.934, routed wire length 9984 um, area of the core 0.009774 sq mm, status finished, final reports clean, DRC violations left 0, Synth Cell Area 0.002281 sq mm, hold path start a[31], ys cells 313, Hold Violations, Final 0, top cells, area mux4_2, buf_4, mux2i_1, pin count of the biggest net entering global routing 26, hold endpoint out[31], Flop area 0 sq um, PwrDens 126.1 mW/mm^2, Max FO, Critical Path 25, clkbuf count 0, Mapped Avg Cell Area 7.287 sq um, distinct lib cells 55, Top delay family on crit path buffers and inverters, final setup vio count 0, CTS Hold Bufs 0, P_leak 1.898 nW, HP Class input port to output port, Least-Margin Pin Slew 0.3846 ns, chip area in the Yosys report 0.002281 sq mm, Log Warnings 34, dpl hpwl 8382 um, Max Cap Violations 0, critical path class input port to output port, normalized max-slew margin 0.7430, Crit path largest cell delay 0.45 ns, RePlAce Congestion 0.9680, first-pass GRT wire length 16140 um, Synth top cell by count nand2_1, setup_tns 0 ns, chip area 0.01440 sq mm, Util after Layout 0.4236, CP endpoint kind output port, WHS Path Cells 6, VDD IR max 75.22 uV, vias 2931, floorplan utilization 0.2334, diode count 0, number of global-route vias before repair 3018, Logic cell area 0.002127 sq mm, Synth top cells by count nand2_1, buf_4, nor2_1, mux2i_1, a21oi_1, Critical Path Start Type input port, WP buf/inv 5, Ports 96, Mapped Cells 313, minimum clock period 3.390 ns, antenna-violating nets left 0, initial antenna violation count 0, Post-synth seq share 0, Die Height 120 um, area leader, netlist mux4_2, Fmax 295.0 MHz, grt total ovfl 0, cell row count 36, crit path DRT 2.72 ns, chip width 120 um, share of the synthesized area in the top cell type 0.1382, ordered cell list for the critical path buf_2, buf_12, buf_4, mux2i_2, mux2i_2, nand2_1, and3_4, a2111oi_4, buf_4, clkdlybuf4s50_1, Area Growth Syn to Fin 81.51%, Worst Path Arrival 2.71 ns, share of layout cells above drive strength 1 0.4252, DR iter-0 viols 109
-- routing by layer --
metal,track usage,part of all wire,up-vias
met3,0.01333,0.032,6
li1,-,-,1465
met2,0.2290,0.49,57
met1,0.1880,0.46,1403
met4,0.01131,0.0093,0
met5,0,0,-
-- metrics by stage --
stage               hold WS, ns  instance area [sq um]  worst slack [ns]  cells  power [mW]
detailed placement        2.614                   3741           -0.5648    577      0.4542
CTS                       2.319                   3993          -0.09586    586      0.4967
global placement          2.628                   3741           -0.5934    577      0.4550
global route              2.212                   4140          -0.07477    594      0.5618
floorplan                 1.670                   2281            0.5007    313      0.2213
finish                    2.130                   4140          0.009706    594      0.5221
-- timing repair --
item | CTS | global route
pin swaps | 13 | 8
endpoints found under the setup margin | 32 | 13
resized | 95 | 35
cloned | 1 | 1
buffers inserted | 8 | 8
endpoints found under the hold margin | 0 | 0
-- power breakdown --
group	internal, mW	switching, mW	leakage (nW)
registers	0	0	0
logic	0.287	0.235	1.90
clock network	0	0	0
total	0.287	0.235	1.90
-- cell families (layout without fill, tap and decap cells) --
| family | count (synthesis) | count (layout) | share of synthesized area |
|---|---|---|---|
| AND/OR/NAND/NOR | 113 | 113 | 0.2309 |
| multiplexers | 54 | 54 | 0.3286 |
| AND-OR/OR-AND | 83 | 83 | 0.2633 |
| buffers and inverters | 63 | 211 | 0.1772 |
-- cell type report --
type	count	area share
inverter	5	0.005138
multi-input combinational	250	0.5138
tap	133	0.04019
timing repair buffer	206	0.4409
-- cell usage in the layout (no fill, tap or decap), types with 3 or more instances in the layout --
master,synthesis,routed
mux4_2,14,15
a22oi_1,3,3
o21ai_0,7,5
mux2i_1,25,16
o21a_1,5,5
dlygate4sd2_1,0,33
nor2_1,27,23
o211ai_1,3,3
a211oi_2,0,3
nor2_2,0,3
o22ai_1,6,5
and2_1,5,3
dlymetal6s2s_1,0,14
mux2_2,14,14
mux2i_2,0,7
a21oi_1,21,12
buf_6,4,9
nand3_1,8,8
nand2b_1,4,4
clkdlybuf4s50_1,0,44
nor4_2,0,5
a311o_1,7,7
a21oi_2,0,9
nand2_1,46,46
buf_4,34,99
-- worst max-delay path by stage --
| stage | endpoint | start | cells after the start |
|---|---|---|---|
| 4_1_cts | out[12] | b[30] | 8 |
| 5_1_grt | out[12] | b[24] | 8 |
| 6_report | out[12] | b[1] | 10 |
Power and IR drop assume default switching activity.
